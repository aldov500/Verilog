$ cat ./design.v
module contador(
  input wire clk,
  input wire reset,
  input wire enable,
  output reg[7:0]old_valor,    
  output reg[7:0]new_valor, 	 
  output reg[7:0]out          
);
always @(posedge clk or posedge reset)
  begin
    if(reset)
      old_valor=0;
    else
      old_valor=new_valor;
  end
always@(old_valor)
  new_valor= old_valor +1;
always@(new_valor)
  begin
    if(enable)
      out= old_valor;
    else
      out=0;
  end
endmodule
$ cat ./run.sh
#!/bin/bash
# OpenROAD 26Q1-2900-gdf79404cd8, Yosys 0.63+post, stock flow scripts
make -C /OpenROAD-flow-scripts/flow DESIGN_CONFIG=/design/flow/config.mk WORK_HOME=/design/flow/orfs finish
$ cat ./config.mk
export PLATFORM = sky130hd
export DESIGN_NAME = contador
export DESIGN_NICKNAME = contador
export VERILOG_FILES = /design/flow/design.v
export SDC_FILE = /design/flow/constraint.sdc
export NUM_CORES = 4
export LEC_CHECK = 1
export CORE_AREA = 10 10 72 72
export DIE_AREA = 0 0 82 82
$ cat ./constraint.sdc
current_design contador

set clk_period 1.8
set clk_io_pct 0.2

create_clock -name clk0 -period $clk_period [get_ports {clk}]

set non_clock_inputs [all_inputs -no_clocks]
set_input_delay [expr $clk_period * $clk_io_pct] -clock clk0 $non_clock_inputs
set_output_delay [expr $clk_period * $clk_io_pct] -clock clk0 [all_outputs]
==> deck_impl_summary.md <==
Synthesis and Place & Route Summary

Final timing
  – RSZ-0062 raised after global routing: yes
  – Worst slew pin tran: 0.296 ns
  – # setup viols final: 0
  – Max-slew violation count: 0
  – Clk_skew: 0.00221 ns
  – Hold Violations, Final: 0
  – Cycle use final: 0.983
  – Setup ws final: 0.0312 ns
  – Crit path time final: 1.77 ns
  – Fmax: 565 MHz
  – Max-slew headroom: 0.803

Critical path
  – R2R cell count: 5
  – CP startpoint kind: flip-flop
  – Crit. End Element: output pin
  – CP Max Fanout: 3
  – Max stage delay cell, worst path: dfrtp_1
  – Critical-path cell list: nand3_2 -> buf_4 -> buf_4 -> xnor2_2 -> clkdlybuf4s15_1
  – Reg2reg start: old_valor[1]$_DFF_PP0_
  – Critical R2R Capture: old_valor[7]$_DFF_PP0_
  – WS Path Type: flip-flop to output pin
  – R2r setup slk: 0.62 ns
  – WP data required: 1.44 ns
  – Slowest stage delay, CP: 0.41 ns
  – Top cell by count, worst path: buf_4
  – Critical Path AT: 1.41 ns

Layout
  – Non-filler cells, final: 128
  – Area growth syn-to-layout: 147%
  – Final core occ: 0.249
  – Share of cells above drive strength 1: 0.400
  – Largest register FFs: 8

Clock network
  – CTS tree: yes
  – Clock latency on the worst-skew pair: 0.22 ns
  – CTS root buf: clkbuf_8
  – Reg clk slew, reported paths: 0.04 ns
  – CTS buffer count: 3
  – CTS H-Tree Depth: 1
  – Hold_buf cts: 0
  – Clock sink count: 8
  – CTS max path bufs: 2

Detailed routing
  – Antenna-violating nets left: 0
  – Ant. Diodes: 0
  – Wirelength, routed: 1490 um
  – Via density: 3.22
  – DRT Pass-1 Iters: 4
  – Vias after detailed routing: 412
  – DR WL/cell: 11.7 um
  – Residual DRC: 0
  – DR iter-0 viols: 5

Pwr
  – Power density cells: 445 nW/um2
  – Peak supply drop: 0.365 mV
  – Leak: 0.445 nW

Floorplanning
  – Die width: 82 um
  – Fp_density: 0.101
  – Chip area: 6720 um2
  – Core area: 3690 um2
  – Top Ports: 27
  – Num rows: 22
  – Die H: 82 um

Flow run
  – Tool warnings: 27
  – MaxCap Viol Count: 0

Synthesis
  – Synth area leader: dfrtp_1
  – Yosys top cell area share: 0.539
  – Ys cells: 33
  – Post-synth ARST share: 1.00
  – Post-synth seq share: 0.539
  – Top area cell types: dfrtp_1 54%, and2_1 12%, xnor2_1 7.1%
  – Synth cell types: 13
  – Yosys stat chip area: 372 um2
  – Post-synthesis cell area: 372 um2
  – Synth Flop Type: dfrtp_1
  – Synth top cell by count: dfrtp_1
  – Syn. warnings: 1
  – Yosys reg bits: 8
  – Post-synth EDFFs: 0
  – Post-Syn Area per Cell: 11.3 um2
  – Cell count after synthesis: 33
  – Top cells by count, synth: 8 x dfrtp_1, 7 x and2_1, 3 x xnor2_1, 3 x xor2_1

Placement
  – # placed instances: 113
  – Input/output buffers: 26
  – Dpl ws: -0.178 ns
  – GPL Wtd Cong: 0.806

Global routing
  – Initial antenna violation count: 0
  – Largest net degree at the start of global routing: 9
  – GRT Overall Usage: 0.0433
  – Vias in the first global route: 425
  – Overflow left after global routing: 0
  – First-pass GRT wire length: 2190 um

Worst hold path
  – Min-delay worst type: primary input to async pin

Outcome
  – Status: finished clean
-- per-stage QoR --
stage	cell area [um2]	hold WS [ns]	power, mW	setup TNS, ns
6_report	917	0.383	0.408	0
5_1_grt	917	0.447	0.432	-0.0969
3_3_place_gp	737	0.508	0.199	-1.11
2_1_floorplan	372	0.176	0.187	0
3_5_place_dp	737	0.506	0.199	-1.21
4_1_cts	851	0.394	0.411	-0.180
-- cell usage in the layout, fill, tap and decap left out --
cell type        synthesis  routed
dfrtp_2                  0       1
nand3_2                  1       1
clkdlybuf4s15_1          0       3
nand2_1                  2       2
and3_1                   1       1
xnor2_2                  0       2
buf_4                    0      16
xor2_1                   3       2
buf_6                    0       2
xor2_2                   0       1
nor2_2                   0       1
clkbuf_8                 0       3
buf_2                    0       1
dlymetal6s2s_1           0       2
clkdlybuf4s50_1          0      15
dlygate4sd2_1            0       5
ha_4                     0       1
and2_1                   7       6
xnor2_1                  3       1
and2_2                   1       1
inv_1                    2       2
dfrtp_1                  8       7
nor3_4                   0       1
nand3_1                  2       2
and2_4                   0       1
-- report_power, final --
group          switching [mW]  internal, mW
Clock                  0.0669         0.145
Combinational         0.00678       0.00877
Sequential                  0         0.181
Total                  0.0737         0.334
-- worst max-delay path: cells and delay by family (launching register included) --
family        cells  cell delay (ns)
xor+xnor          1             0.16
buf+inv           3             0.47
flops             1             0.41
simple gates      1             0.14
-- worst max-delay path by stage --
stage | start | endpoint | slack, ns | cells after the start
final | old_valor[1]$_DFF_PP0_ | new_valor[3] | 0.03 | 5
after global routing | old_valor[1]$_DFF_PP0_ | new_valor[3] | -0.05 | 5
after CTS | old_valor[1]$_DFF_PP0_ | new_valor[4] | -0.18 | 4
-- area by class of cell --
| type | instances | area (um2) |
|---|---|---|
| inverter | 2 | 7.51 |
| tap | 48 | 60.1 |
| sequential | 8 | 201 |
| multi-input combinational | 23 | 210 |
| fill | 390 | 2770 |
| timing repair buffer | 44 | 397 |
| clock buffer | 3 | 41.3 |
-- layer usage --
metal | GRT usage | vias to the layer above | share of wire
met3 | 0.0341 | 0 | 0.15
met2 | 0.0650 | 19 | 0.43
li1 | - | 201 | -
met1 | 0.0509 | 192 | 0.42
met5 | 0 | - | 0
met4 | 0 | 0 | 0
-- cells by family (layout without fill, tap and decap cells) --
| family | count (synthesis) | after routing | synth area share |
|---|---|---|---|
| xor+xnor | 6 | 6 | 0.141 |
| buf+inv | 2 | 49 | 0.0202 |
| flops | 8 | 8 | 0.539 |
| fa+ha+maj | 1 | 1 | 0.0337 |
| simple gates | 16 | 16 | 0.266 |
-- what timing repair did --
action	in CTS	in global routing
pin swaps	8	4
buffers inserted	6	6
gates cloned	0	0
endpoints found under the setup margin	14	5
resized	19	8
No activity file was given, so power comes from the tool's default toggle rates.
