<file path="design.v">
module uart (
reset          ,
txclk          ,
ld_tx_data     ,
tx_data        ,
tx_enable      ,
tx_out         ,
tx_empty       ,
rxclk          ,
uld_rx_data    ,
rx_data        ,
rx_enable      ,
rx_in          ,
rx_empty
);
input        reset          ;
input        txclk          ;
input        ld_tx_data     ;
input  [7:0] tx_data        ;
input        tx_enable      ;
output       tx_out         ;
output       tx_empty       ;
input        rxclk          ;
input        uld_rx_data    ;
output [7:0] rx_data        ;
input        rx_enable      ;
input        rx_in          ;
output       rx_empty       ;
reg [7:0]    tx_reg         ;
reg          tx_empty       ;
reg          tx_over_run    ;
reg [3:0]    tx_cnt         ;
reg          tx_out         ;
reg [7:0]    rx_reg         ;
reg [7:0]    rx_data        ;
reg [3:0]    rx_sample_cnt  ;
reg [3:0]    rx_cnt         ;  
reg          rx_frame_err   ;
reg          rx_over_run    ;
reg          rx_empty       ;
reg          rx_d1          ;
reg          rx_d2          ;
reg          rx_busy        ;
always @ (posedge rxclk or posedge reset)
if (reset) begin
  rx_reg        <= 0; 
  rx_data       <= 0;
  rx_sample_cnt <= 0;
  rx_cnt        <= 0;
  rx_frame_err  <= 0;
  rx_over_run   <= 0;
  rx_empty      <= 1;
  rx_d1         <= 1;
  rx_d2         <= 1;
  rx_busy       <= 0;
end else begin
  rx_d1 <= rx_in;
  rx_d2 <= rx_d1;
  if (uld_rx_data) begin
    rx_data  <= rx_reg;
    rx_empty <= 1;
  end
  if (rx_enable) begin
    if (!rx_busy && !rx_d2) begin
      rx_busy       <= 1;
      rx_sample_cnt <= 1;
      rx_cnt        <= 0;
    end
    if (rx_busy) begin
       rx_sample_cnt <= rx_sample_cnt + 1;
       if (rx_sample_cnt == 7) begin
          if ((rx_d2 == 1) && (rx_cnt == 0)) begin
            rx_busy <= 0;
          end else begin
            rx_cnt <= rx_cnt + 1; 
            if (rx_cnt > 0 && rx_cnt < 9) begin
              rx_reg[rx_cnt - 1] <= rx_d2;
            end
            if (rx_cnt == 9) begin
               rx_busy <= 0;
               if (rx_d2 == 0) begin
                 rx_frame_err <= 1;
               end else begin
                 rx_empty     <= 0;
                 rx_frame_err <= 0;
                 rx_over_run  <= (rx_empty) ? 0 : 1;
               end
            end
          end
       end 
    end 
  end
  if (!rx_enable) begin
    rx_busy <= 0;
  end
end
always @ (posedge txclk or posedge reset)
if (reset) begin
  tx_reg        <= 0;
  tx_empty      <= 1;
  tx_over_run   <= 0;
  tx_out        <= 1;
  tx_cnt        <= 0;
end else begin
   if (ld_tx_data) begin
      if (!tx_empty) begin
        tx_over_run <= 0;
      end else begin
        tx_reg   <= tx_data;
        tx_empty <= 0;
      end
   end
   if (tx_enable && !tx_empty) begin
     tx_cnt <= tx_cnt + 1;
     if (tx_cnt == 0) begin
       tx_out <= 0;
     end
     if (tx_cnt > 0 && tx_cnt < 9) begin
        tx_out <= tx_reg[tx_cnt -1];
     end
     if (tx_cnt == 9) begin
       tx_out <= 1;
       tx_cnt <= 0;
       tx_empty <= 1;
     end
   end
   if (!tx_enable) begin
     tx_cnt <= 0;
   end
end
endmodule
</file>
<file path="run.sh">
#!/bin/bash
# OpenROAD 26Q1-2900-gdf79404cd8, Yosys 0.63+post, stock flow scripts
make -C /OpenROAD-flow-scripts/flow DESIGN_CONFIG=/design/flow/config.mk WORK_HOME=/design/flow/orfs finish
</file>
<file path="config.mk">
export PLATFORM = sky130hd
export DESIGN_NAME = uart
export DESIGN_NICKNAME = uart
export VERILOG_FILES = /design/flow/design.v
export SDC_FILE = /design/flow/constraint.sdc
export NUM_CORES = 4
export LEC_CHECK = 1
export CORE_UTILIZATION = 30
</file>
<file path="constraint.sdc">
current_design uart

set clk_period 2.1
set clk_io_pct 0.2

create_clock -name clk0 -period $clk_period [get_ports {rxclk}]
create_clock -name clk1 -period $clk_period [get_ports {txclk}]

set non_clock_inputs [all_inputs -no_clocks]
set_input_delay [expr $clk_period * $clk_io_pct] -clock clk0 $non_clock_inputs
set_output_delay [expr $clk_period * $clk_io_pct] -clock clk0 [all_outputs]
</file>
==> results.sh <==
# flow metrics
export IMPL_outcome="finished, violations left"
export IMPL_failed_checks="negative setup slack"
export IMPL_finalHoldViolCount=0
export IMPL_chipWidth_um=92.2
export IMPL_count_leader_synth="sky130_fd_sc_hd__dfrtp_1"
export IMPL_critPathLaunchType="register"
export IMPL_initial_core_util_pct=31.3
export IMPL_first_pass_grt_wire_length_mm=8.29
export IMPL_final_core_utilization_pct=39.8
export IMPL_final_cells=378
export IMPL_ys_cells=229
export IMPL_yosysWarnings=1
export IMPL_enable_flop_cells=0
export IMPL_synthArstFlopShare_pct=100
export IMPL_die_h_um=92.2
export IMPL_type_of_the_worst_setup_path="register to register"
export IMPL_finish_instance_area_mm2=0.00310
export IMPL_ioPinCount=27
export IMPL_drt_iter0_markers=72
export IMPL_grt_overflow_total=0
export IMPL_wl_mm=4.61
export IMPL_holdCritPathClass="register to register"
export IMPL_insertedDiodeCount=0
export IMPL_core_rowCount=32
export IMPL_top_cell_area_share_pct=37.9
export IMPL_slew_viol_final=0
export IMPL_worst_ep_arrival_time_ns=3.65
export IMPL_timing_critical_path_fanout_max=5
export IMPL_synthDominantAreaCellType="sky130_fd_sc_hd__dfrtp_1"
export IMPL_drc_errors=0
export IMPL_max_slew_margin_pct=65.0
export IMPL_first_global_vias=1776
export IMPL_dr_vias_cell=4.83
export IMPL_port_buffers=25
export IMPL_areal_power_density_over_the_cells_mw_per_mm2=793
export IMPL_post_dp_cell_area_mm2=0.00297
export IMPL_cts_sink_count=42
export IMPL_path_clk_slew_ns=0.09
export IMPL_drt_wirelength_per_cell_um=12.2
export IMPL_fillers=739
export IMPL_clock_tree_from_tritoncts="built"
export IMPL_areaGrowthSynthToFinish_pct=27.2
export IMPL_firstDrtPassIters=4
export IMPL_power_leakage_nw=1.34
export IMPL_synth_cells_most_frequent="sky130_fd_sc_hd__dfrtp_1, sky130_fd_sc_hd__mux2_2, sky130_fd_sc_hd__nand2_1, sky130_fd_sc_hd__ha_1"
export IMPL_worstSetupEndpointType="register"
export IMPL_grt_util_all_layers_pct=12.3
export IMPL_yosys_reg_bits=42
export IMPL_synth_cell_types=51
export IMPL_place_gp_congestion=0.818
export IMPL_seq_area_frac_synth_pct=43.3
export IMPL_placeableCoreArea_mm2=0.00781
export IMPL_mappedNetlistArea_mm2=0.00244
export IMPL_drv_cap=0
export IMPL_synth_yosys_chip_area_mm2=0.00244
export IMPL_netlist_top_cells_area="sky130_fd_sc_hd__dfrtp_1, sky130_fd_sc_hd__mux2_2, sky130_fd_sc_hd__ha_1, sky130_fd_sc_hd__dfstp_2, sky130_fd_sc_hd__nand2_1"
export IMPL_dpl_cell_count=368
export IMPL_ys_flop_type="sky130_fd_sc_hd__dfrtp_1"
export IMPL_syn_mean_instance_area_um2=10.7
export IMPL_detail_route_antenna_nets=0
export IMPL_grt_max_degree=43
export IMPL_grt_antenna_before_repair=0
export IMPL_worst_pin_slew_ns=0.525
export IMPL_dp_worst_setup_slack_ns=-1.38
export IMPL_dp_final_hpwl_mm=3.52
export IMPL_warning_count=35
export IMPL_post_route_cells_drive_above_1_share_pct=27.9
export IMPL_postSynthCellCount=229
export IMPL_setup_viol=8
export IMPL_grt_setup_unrepaired="yes"
export IMPL_finalSetupTns_ns=-6.14
export IMPL_dieArea_mm2=0.00850
export IMPL_fin_worst_skew_ns=0.00479
export IMPL_setup_slack_ns=-1.39
export IMPL_critPathRequiredTime_ns=2.26
export IMPL_dr_total_vias=1827
export IMPL_vdd_ir_drop_max_uv=293
==> layer usage <==
metal	share of wire (%)	up-vias	track usage [%]
li1	-	934	-
met1	52	864	19.4
met2	44	25	18.3
met3	3.7	4	2.78
met4	0.69	0	0.911
met5	0	-	0
==> final cells by class <==
cell class | instances | area [um^2] | share of cell area [%]
flip-flops and latches | 42 | 1060 | 34.1
clock buffers | 8 | 100 | 3.22
multi-input cells | 162 | 1320 | 42.5
well taps | 102 | 128 | 4.11
inverters | 12 | 47.5 | 1.53
repair buffers | 52 | 453 | 14.6
==> cell families (layout without fill, tap and decap cells) <==
family | Yosys count | after routing | share of synthesized area [%]
buffers and inverters | 25 | 72 | 5.44
flip-flops | 42 | 42 | 43.3
XOR/XNOR | 4 | 4 | 1.44
AND-OR/OR-AND | 42 | 42 | 11.5
adder cells (fa/ha/maj) | 15 | 15 | 7.69
multiplexers | 25 | 25 | 12.4
AND/OR/NAND/NOR | 76 | 76 | 18.2
==> report_power, final <==
group / switching (W) / internal, W
clock: 0.000257 / 0.000302
combinational: 0.000480 / 0.000495
sequential: 0.0000539 / 0.000874
==> timing repair <==
action	CTS	global route
pin swaps	0	4
endpoints found under the hold margin	0	0
gates resized	4	2
buffers inserted	1	1
hold buffers	0	0
endpoints found under the setup margin	8	8
==> final timing paths <==
check	from	endpoint	slack (ns)	cells past startpoint
min in group clk1	tx_reg[2]	tx_reg[2]	0.50	1
max	rx_cnt[0]	rx_reg[0]	-1.39	12
max reg2reg	rx_cnt[0]	rx_reg[0]	-1.39	12
max in group clk1	tx_cnt[1]	tx_out	0.38	6
max in group asynchronous	reset	tx_out	1.12	3
min reg2reg	rx_d1	rx_d2	0.36	0
min	rx_d1	rx_d2	0.36	0
min in group asynchronous	reset	rx_sample_cnt[0]	0.57	3
==> critical path, cell delays in order, from the launching register on <==
cell	delay, ns
sky130_fd_sc_hd__dfrtp_1	0.40
sky130_fd_sc_hd__inv_4	0.05
sky130_fd_sc_hd__ha_4	0.18
sky130_fd_sc_hd__nor2_4	0.08
sky130_fd_sc_hd__nand2_1	0.07
sky130_fd_sc_hd__nor3_2	0.21
sky130_fd_sc_hd__o21ai_2	0.08
sky130_fd_sc_hd__ha_1	0.30
sky130_fd_sc_hd__or4_1	0.49
sky130_fd_sc_hd__or4_1	0.39
sky130_fd_sc_hd__or3_1	0.31
sky130_fd_sc_hd__or4_4	0.54
sky130_fd_sc_hd__mux2_4	0.30
==> layout by cell type, fill, tap and decap left out, types with 2 or more instances in the layout <==
cell                              instances
sky130_fd_sc_hd__xnor2_1                  2
sky130_fd_sc_hd__mux2_1                   3
sky130_fd_sc_hd__ha_1                    13
sky130_fd_sc_hd__dfrtp_1                 37
sky130_fd_sc_hd__o31ai_1                  4
sky130_fd_sc_hd__nor2b_1                  4
sky130_fd_sc_hd__o21ai_1                  2
sky130_fd_sc_hd__and3_1                   3
sky130_fd_sc_hd__clkdlybuf4s50_1         25
sky130_fd_sc_hd__a21oi_1                  5
sky130_fd_sc_hd__clkbuf_8                 7
sky130_fd_sc_hd__nor3b_1                  4
sky130_fd_sc_hd__o21ai_0                 11
sky130_fd_sc_hd__buf_4                   27
sky130_fd_sc_hd__nor3_1                   6
sky130_fd_sc_hd__mux2_2                  18
sky130_fd_sc_hd__o211ai_1                 2
sky130_fd_sc_hd__nand4b_1                 2
sky130_fd_sc_hd__dfstp_2                  5
sky130_fd_sc_hd__nand2_1                 16
sky130_fd_sc_hd__nor2_1                   7
sky130_fd_sc_hd__nand3_1                  4
sky130_fd_sc_hd__a21boi_0                 2
sky130_fd_sc_hd__inv_1                   10
sky130_fd_sc_hd__a2bb2oi_1                3
sky130_fd_sc_hd__mux4_2                   2
sky130_fd_sc_hd__or4_1                    3
sky130_fd_sc_hd__nor4b_1                  2
sky130_fd_sc_hd__nor4_1                   3
sky130_fd_sc_hd__or3_1                    8
==> stage by stage <==
step	hold slack, ns	total power (W)
floorplan	0.345	0.00163
global placement	0.347	0.00189
detailed placement	0.347	0.00190
CTS	0.361	0.00247
global route	0.371	0.00263
finish	0.361	0.00246
Power figures rest on the tool's default switching activity, not on a simulated workload.
